File: flow/config.mk
export PLATFORM = sky130hd
export DESIGN_NAME = testing
export DESIGN_NICKNAME = testing
export VERILOG_FILES = /design/flow/design.v
export SDC_FILE = /design/flow/constraint.sdc
export NUM_CORES = 4
export LEC_CHECK = 1
export CORE_UTILIZATION = 30
File: flow/constraint.sdc
current_design testing

set clk_period 13.9
set clk_io_pct 0.2

create_clock -name clk0 -period $clk_period [get_ports {clk}]

set non_clock_inputs [all_inputs -no_clocks]
set_input_delay [expr $clk_period * $clk_io_pct] -clock clk0 $non_clock_inputs
set_output_delay [expr $clk_period * $clk_io_pct] -clock clk0 [all_outputs]
File: flow/design.v
`timescale 1ns / 1ps
module testing(
    input wire clk,
    input wire [31:0] data,
    output wire [6:0] out,
    output wire [7:0] an
    );
    localparam WORD_SIZE = 8;
    localparam DATA_SIZE = WORD_SIZE * 8;
    reg [15:0] divider;
    reg [2:0] anode_counter;
    reg [63:0] scroll_counter;
    reg [31:0] scroll;
    reg [DATA_SIZE - 1:0] data2 = 120'h313233343536373839414243444546;
    reg [WORD_SIZE * 8 - 1:0] out_buffer;
    assign an = ~anode_decode(anode_counter);
    assign out = ~ascii_decode(out_buffer[(anode_counter * WORD_SIZE + (WORD_SIZE - 1)) -: WORD_SIZE]);
    function [7:0] anode_decode;
        input [2:0] code;
        begin
            case(code)
                3'b100: anode_decode = 8'b00001000;
                3'b101: anode_decode = 8'b00000100;
                3'b110: anode_decode = 8'b00000010;
                3'b111: anode_decode = 8'b00000001;
                3'b000: anode_decode = 8'b10000000;
                3'b001: anode_decode = 8'b01000000;
                3'b010: anode_decode = 8'b00100000;
                3'b011: anode_decode = 8'b00010000;
            endcase
        end
    endfunction
    function [6:0] ascii_decode;
        input [7:0] data;
        begin
            case(data)
                8'b00100000: ascii_decode = 7'b0000000;
                8'b00100001: ascii_decode = 7'b0100000;
                8'b00100010: ascii_decode = 7'b0100010;
                8'b00100011: ascii_decode = 7'b0110110;
                8'b00100100: ascii_decode = 7'b1001011;
                8'b00100101: ascii_decode = 7'b1011010;
                8'b00100110: ascii_decode = 7'b1101111;
                8'b00100111: ascii_decode = 7'b0000010;
                8'b00101000: ascii_decode = 7'b1001110;
                8'b00101001: ascii_decode = 7'b1111000;
                8'b00101010: ascii_decode = 7'b1100011;
                8'b00101011: ascii_decode = 7'b0000111;
                8'b00101100: ascii_decode = 7'b0011000;
                8'b00101101: ascii_decode = 7'b0000001;
                8'b00101110: ascii_decode = 7'b0000000;
                8'b00101111: ascii_decode = 7'b0100101;
                8'b00110000: ascii_decode = 7'b1111110;
                8'b00110001: ascii_decode = 7'b0110000;
                8'b00110010: ascii_decode = 7'b1101101;
                8'b00110011: ascii_decode = 7'b1111001;
                8'b00110100: ascii_decode = 7'b0110011;
                8'b00110101: ascii_decode = 7'b1011011;
                8'b00110110: ascii_decode = 7'b1011111;
                8'b00110111: ascii_decode = 7'b1110000;
                8'b00111000: ascii_decode = 7'b1111111;
                8'b00111001: ascii_decode = 7'b1111011;
                8'b00111010: ascii_decode = 7'b0001001;
                8'b00111011: ascii_decode = 7'b0011001;
                8'b00111100: ascii_decode = 7'b1000011;
                8'b00111101: ascii_decode = 7'b1000001;
                8'b00111110: ascii_decode = 7'b1100001;
                8'b00111111: ascii_decode = 7'b1100101;
                8'b01000000: ascii_decode = 7'b1111101;
                8'b01000001: ascii_decode = 7'b1110111;
                8'b01000010: ascii_decode = 7'b0011111;
                8'b01000011: ascii_decode = 7'b1001110;
                8'b01000100: ascii_decode = 7'b0111101;
                8'b01000101: ascii_decode = 7'b1001111;
                8'b01000110: ascii_decode = 7'b1000111;
                8'b01000111: ascii_decode = 7'b1011110;
                8'b01001000: ascii_decode = 7'b0010111;
                8'b01001001: ascii_decode = 7'b0000110;
                8'b01001010: ascii_decode = 7'b0111100;
                8'b01001011: ascii_decode = 7'b1010111;
                8'b01001100: ascii_decode = 7'b0001110;
                8'b01001101: ascii_decode = 7'b1010100;
                8'b01001110: ascii_decode = 7'b1110110;
                8'b01001111: ascii_decode = 7'b1111110;
                8'b01010000: ascii_decode = 7'b1100111;
                8'b01010001: ascii_decode = 7'b1110011;
                8'b01010010: ascii_decode = 7'b1100110;
                8'b01010011: ascii_decode = 7'b1011011;
                8'b01010100: ascii_decode = 7'b0001111;
                8'b01010101: ascii_decode = 7'b0111110;
                8'b01010110: ascii_decode = 7'b0111010;
                8'b01010111: ascii_decode = 7'b0101010;
                8'b01011000: ascii_decode = 7'b0110111;
                8'b01011001: ascii_decode = 7'b0111011;
                8'b01011010: ascii_decode = 7'b1101101;
                8'b01011011: ascii_decode = 7'b1001110;
                8'b01011100: ascii_decode = 7'b0010011;
                8'b01011101: ascii_decode = 7'b1111000;
                8'b01011110: ascii_decode = 7'b1100010;
                8'b01011111: ascii_decode = 7'b0001000;
                default:     ascii_decode = 7'b0000001;
            endcase
        end
    endfunction
    function [6:0] hex_decode;
        input [3:0] data;
        begin
            case(data)
                4'b0000: hex_decode = 7'b1111110;
                4'b0001: hex_decode = 7'b0110000;
                4'b0010: hex_decode = 7'b1101101;
                4'b0011: hex_decode = 7'b1111001;
                4'b0100: hex_decode = 7'b0110011;
                4'b0101: hex_decode = 7'b1011011;
                4'b0110: hex_decode = 7'b1011111;
                4'b0111: hex_decode = 7'b1110000;
                4'b1000: hex_decode = 7'b1111111;
                4'b1001: hex_decode = 7'b1110011;
                4'b1010: hex_decode = 7'b1110111;
                4'b1011: hex_decode = 7'b0011111;
                4'b1100: hex_decode = 7'b1001110;
                4'b1101: hex_decode = 7'b0111101;
                4'b1110: hex_decode = 7'b1001111;
                4'b1111: hex_decode = 7'b1000111;
            endcase
        end
    endfunction
    initial begin
        divider <= 0;
        anode_counter <= 0;
        scroll_counter <= 0;
        scroll <= 0;
    end
    always @(posedge clk) begin
        divider <= (divider == 16'hFFFF) ? 0 : divider + 1;
        if(divider == 16'hFFFF) begin
            anode_counter <= (anode_counter == 7) ? 0 : anode_counter + 1;  
            scroll_counter <= (scroll_counter == 16'h03FF) ? 0: scroll_counter + 1;
            if(scroll_counter == 16'h03FF) begin
                scroll <= (scroll == (DATA_SIZE / WORD_SIZE) - 1) ? 0 : scroll + 1;
            end
        end
        out_buffer <= data2[DATA_SIZE + (scroll * WORD_SIZE) - 1 -: 8 * WORD_SIZE];
    end
endmodule
File: flow/run.sh
#!/bin/bash
# OpenROAD 26Q1-2900-gdf79404cd8, Yosys 0.63+post, stock flow scripts
make -C /OpenROAD-flow-scripts/flow DESIGN_CONFIG=/design/flow/config.mk WORK_HOME=/design/flow/orfs finish
==> impl_metrics.env <==
# implementation run metrics
export IMPL_edf_count=99
export IMPL_die_w_um=162
export IMPL_synth_top_area_share_pct=38.7
export IMPL_fin_area_um2=8790
export IMPL_yosysWarnings=1
export IMPL_crit_slowest_cell="mux4_2"
export IMPL_placedInstanceArea_um2=8160
export IMPL_async_flop_share_pct=0
export IMPL_avgSynthCellArea_um2=10.9
export IMPL_placed_cells=1032
export IMPL_path_max_fanout=17
export IMPL_worstMarginPinSlew_ps=751
export IMPL_synthDistinctLibCells=53
export IMPL_powerDensity_nw_per_um2=111
export IMPL_hold_class="register to register"
export IMPL_timing_final_crit_share_pct=43.9
export IMPL_status="finished, final reports clean"
export IMPL_vias_per_cell=4.87
export IMPL_clk_latency_ps=420
export IMPL_drcViolationCount=0
export IMPL_timing_final_ws_setup_ps=7790
export IMPL_gp_congestion=0.819
export IMPL_wirelength_um=14100
export IMPL_slowest_delay_ps=530
export IMPL_start_kind="register"
export IMPL_drive_gt1_share_pct=8.17
export IMPL_cts_resized=0
export IMPL_grt_overflow_total=0
export IMPL_fp_util_pct=30.5
export IMPL_clockBufferDepth=2
export IMPL_period_needed_ps=6110
export IMPL_cts_sinks=155
export IMPL_final_cell_mix="edfxtp_1, nand2_1, xnor2_1"
export IMPL_numCtsBuffers=17
export IMPL_die_height_um=162
export IMPL_top_area_cell="edfxtp_1"
export IMPL_flop_cell="edfxtp_1"
export IMPL_critical_path_class="register to primary output"
export IMPL_cp_arrival_ps=3330
export IMPL_area_leaders="edfxtp_1, dfxtp_1, xnor2_1, xor2_1, nand2_1"
export IMPL_dp_hpwl_um=9200
export IMPL_layout_cells_most_common="edfxtp_1"
export IMPL_hold_viol_final=0
export IMPL_cts_setup_buffers=0
export IMPL_max_freq_mhz=164
export IMPL_vias=5182
export IMPL_yosysSeqAreaShare_pct=53.3
export IMPL_grt_pass1_wl_um=24400
export IMPL_syn_to_final_growth_pct=14.4
export IMPL_finalNonFillerCells=1064
export IMPL_cts_clk_slew_worst_paths_ps=60
export IMPL_diodes=0
export IMPL_warning_count=66
export IMPL_cts_root_buf="clkbuf_16"
export IMPL_h_tree_depth=4
export IMPL_num_rows=58
export IMPL_grt_max_degree=52
export IMPL_ant_nets=0
export IMPL_drtIter0Drc=406
export IMPL_cts_hold_buf=0
export IMPL_crit_chain="buf_4 > mux4_2 > mux2i_1 > inv_1 > ha_1 > mux2_2 > a21oi_1 > clkdlybuf4s50_1"
export IMPL_slew_headroom_pct=49.9
export IMPL_yosys_area_um2=7680
export IMPL_fin_skew_ps=10.5
export IMPL_die_area_um2=26300
export IMPL_synthCells=706
export IMPL_antenna_found_initial=0
export IMPL_grt_pass1_vias=4922
export IMPL_tritoncts="done"
export IMPL_synth_seq_cells=155
export IMPL_slew_viol_final=0
export IMPL_port_buffers=15
export IMPL_setup_viol=0
export IMPL_rsz0062_at_grt="false"
export IMPL_wl_per_cell_um=13.2
export IMPL_end_kind="primary output"
export IMPL_worst_ep_required_time_ps=11120
export IMPL_syn_area_um2=7680
export IMPL_dr_pass1_iters=4
export IMPL_drv_cap=0
export IMPL_p_leak_nw=3.07
export IMPL_ys_cells=706
export IMPL_grt_total_usage_pct=11.8
export IMPL_pin_count=48
export IMPL_hold_ws_ps=475
export IMPL_post_place_ws_ps=8160
export IMPL_coreArea_um2=25200
export IMPL_fin_tns_setup_ps=0
export IMPL_vdd_drop_max_mv=0.0658
-- Yosys cell counts, types with 6 or more instances --
cell type / n
o21ai_0: 7
dfxtp_1: 56
buf_2: 6
a21oi_1: 15
mux4_2: 6
and3_1: 21
nand2_1: 71
nor2b_1: 8
edfxtp_1: 99
nor3_1: 17
xor2_1: 34
and4_1: 13
clkbuf_1: 13
xnor2_1: 70
ha_1: 16
and2_1: 7
nand3_1: 43
nor4_1: 24
nor2_1: 61
inv_1: 17
nand4_1: 38
-- state kept, by name, summed over array words and instances, names as in the netlist --
name            cells
scroll_counter     64
out_buffer         40
scroll             32
divider            16
anode_counter       3
-- worst max-delay path, delay by kind of cell, from the launching register on --
kind	cells	cell delay [ps]
adders and majority gates	1	250
buffers and inverters	3	920
muxes	3	1250
DFF	1	320
AOI/OAI and AO/OA	1	160
-- report_power, final --
group / leakage, nW / internal, mW / total [mW] / switching (mW)
Clock: 0.299 / 0.303 / 0.489 / 0.186
Combinational: 1.17 / 0 / 0.00000117 / 0
Sequential: 1.60 / 0.484 / 0.484 / 0
Total: 3.07 / 0.786 / 0.973 / 0.186
-- kinds of logic after synthesis --
kind of cell	count (synthesis)	share of synthesized area, %
compound gates	46	3.79
xor+xnor	104	11.9
fa+ha+maj	16	2.61
buf+inv	41	2.41
flops	155	53.3
mux	12	2.72
simple gates	332	23.3
-- layer usage --
metal,vias up,global-route usage (%),share of wire [%]
li1,2609,-,-
met1,2458,19.3,50
met2,107,16.7,44
met3,8,3.02,5.3
met4,0,1.50,0.78
met5,-,0,0
-- final cells by class --
| cell class | count | area [um^2] |
|---|---|---|
| fillers | 2406 | 16400 |
| multi-input cells | 510 | 3410 |
| inverters | 18 | 67.6 |
| clock buffers | 19 | 433 |
| flip-flops and latches | 155 | 4090 |
| repair buffers | 19 | 180 |
| clock inverters | 13 | 190 |
| well taps | 330 | 413 |
-- stage by stage --
stage | total power, mW | utilization, %
after global routing | 1.00 | 34.9
after CTS | 0.983 | 34.9
after global placement | 0.494 | 32.4
after detailed placement | 0.494 | 32.4
after floorplan | 0.494 | -
final | 0.973 | 34.9
-- final timing paths --
kind | startpoint | to | slack [ps] | cells past startpoint
worst max-delay path | anode_counter[0]$_SDFFCE_PN0N_ | out[2] | 7790 | 8
worst min-delay path | divider[4]$_SDFF_PN0_ | divider[4]$_SDFF_PN0_ | 480 | 1
worst max register to register | divider[0]$_SDFF_PN0_ | scroll[19]$_SDFFCE_PN0P_ | 10770 | 7
worst min register to register | divider[4]$_SDFF_PN0_ | divider[4]$_SDFF_PN0_ | 480 | 1
No activity file was given, so power comes from the tool's default toggle rates.
