[flow/run.sh]
#!/bin/bash
# OpenROAD 26Q1-2900-gdf79404cd8, Yosys 0.63+post, stock flow scripts
make -C /OpenROAD-flow-scripts/flow DESIGN_CONFIG=/design/flow/config.mk WORK_HOME=/design/flow/orfs finish
[flow/config.mk]
export PLATFORM = sky130hd
export DESIGN_NAME = alu
export DESIGN_NICKNAME = alu
export VERILOG_FILES = /design/flow/design.v
export SDC_FILE = /design/flow/constraint.sdc
export NUM_CORES = 4
export LEC_CHECK = 1
export CORE_UTILIZATION = 50
[flow/constraint.sdc]
current_design alu

set clk_period 5.0
set clk_io_pct 0.2

create_clock -name clk0 -period $clk_period [get_ports {alu_begin}]

set non_clock_inputs [all_inputs -no_clocks]
set_input_delay [expr $clk_period * $clk_io_pct] -clock clk0 $non_clock_inputs
set_output_delay [expr $clk_period * $clk_io_pct] -clock clk0 [all_outputs]
[flow/design.v]
module alu(
	input wire [1:0]	t_cycle,
    input wire [2:0]    op,    
	input wire			alu_begin,
    input wire [7:0]    reg_data,
    input wire [7:0]    mem_data,
    input wire          src_sel,
    input wire [7:0]    dest_data,
    input wire [2:0]    bit_index,
	input wire [7:0]	flags_in,
    input wire          incdec,
    input wire          ext,   
    input wire          misc,  
    output reg [7:0]    res,   
    output reg [7:0]    flags_res,  
	output reg			wr_en_flags
    );
    wire [7:0]          src_data;
    assign src_data = src_sel ? mem_data : reg_data;
    localparam ADD  = 3'b000;
    localparam ADC  = 3'b001;
    localparam SUB  = 3'b010;
    localparam SBC  = 3'b011;
    localparam AND  = 3'b100;
    localparam XOR  = 3'b101;
    localparam OR   = 3'b110;
    localparam CP   = 3'b111;
    localparam RLC  = 3'b000;
    localparam RRC  = 3'b001;
    localparam RL   = 3'b010;
    localparam RR   = 3'b011;
    localparam SLA  = 3'b100;
    localparam SRA  = 3'b101;
    localparam SWAP = 3'b110;
    localparam SRL  = 3'b111;
    localparam RLCA = 3'b000;
    localparam RRCA = 3'b001;
    localparam RLA  = 3'b010;
    localparam RRA  = 3'b011;
    localparam DAA  = 3'b100;  
    localparam CPL  = 3'b101;  
    localparam SCF  = 3'b110;  
    localparam CCF  = 3'b111;  
    localparam XXX  = 3'b000;  
    localparam BIT  = 3'b001;
    localparam RES  = 3'b010;
    localparam SET  = 3'b011;
	localparam INC  = 3'b100;
	localparam DEC  = 3'b101;
    localparam F_CARRY = 4;  
    localparam F_HALF  = 5;  
    localparam F_SUB   = 6;  
    localparam F_ZERO  = 7;  
	reg [3:0] half_res;
    wire [5:0] op_alias;
    assign op_alias = {ext, incdec, misc, op};  
	always @(t_cycle) begin
		if(t_cycle == 2'b00) begin
			wr_en_flags = 1'b0;
			flags_res <= flags_in;
		end
	end
    always @(posedge alu_begin) begin
		if(ext | incdec) begin  
			if(misc) begin  
				case({incdec, op[1:0]})
					BIT: begin
                        flags_res[F_ZERO] = src_data[bit_index] == 1'b0 ? 1'b1 : 1'b0;
                        flags_res[F_SUB] = 1'b0;
                        flags_res[F_HALF] = 1'b1;
					end
					RES: begin
                        res = src_data & ~(1'b1 << bit_index);
					end
					SET: begin
                        res = src_data | (1'b1 << bit_index);
					end
                    INC: begin
                        res = src_data + 1'b1;
                        flags_res[F_ZERO] = res == 8'b0 ? 1'b1 : 1'b0;  
                        flags_res[F_HALF] = res[4] ^ src_data[4];  
                        flags_res[F_SUB] = 1'b0;
                    end
                    DEC: begin
                        res = src_data - 1'b1;
                        flags_res[F_ZERO] = res == 8'b0 ? 1'b1 : 1'b0;
                        flags_res[F_HALF] = res[4] ^ src_data[4];
                        flags_res[F_SUB] = 1'b1;
                    end
				endcase
			end else begin  
				case(op)
					RLC: begin
						res = {src_data[6:0], src_data[7]};
						flags_res[F_CARRY] = src_data[7];
						flags_res[F_ZERO] = res == 8'b0 ? 1'b1 : 1'b0;
						flags_res[F_SUB:F_HALF] = 2'b00;
					end
					RRC: begin
						res = {src_data[0], src_data[7:1]};
						flags_res[F_CARRY] = src_data[0];
						flags_res[F_ZERO] = res == 8'b0 ? 1'b1 : 1'b0;
						flags_res[F_SUB:F_HALF] = 2'b00;
					end
					RL: begin
						{flags_res[F_CARRY], res} = {src_data[7:0], flags_in[F_CARRY]};
						flags_res[F_ZERO] = res == 8'b0 ? 1'b1 : 1'b0;
						flags_res[F_SUB:F_HALF] = 2'b00;
					end
					RR: begin
						{res, flags_res[F_CARRY]} = {flags_in[F_CARRY], src_data[7:0]};
						flags_res[F_ZERO] = res == 8'b0 ? 1'b1 : 1'b0;
						flags_res[F_SUB:F_HALF] = 2'b00;
					end
					SLA: begin
						{flags_res[F_CARRY], res} = {src_data[7:0], 1'b0};
						flags_res[F_ZERO] = res == 8'b0 ? 1'b1 : 1'b0;
						flags_res[F_SUB:F_HALF] = 2'b00;
					end
					SRA: begin
						{res, flags_res[F_CARRY]} = {src_data[7], src_data[7:0]};
						flags_res[F_ZERO] = res == 8'b0 ? 1'b1 : 1'b0;
						flags_res[F_SUB:F_HALF] = 2'b00;
					end
					SWAP: begin
						res = {src_data[3:0], src_data[7:4]};
						flags_res[F_ZERO] = res == 8'b0 ? 1'b1 : 1'b0;
						flags_res[F_SUB:F_CARRY] = 3'b000;
					end
					SRL: begin
						{res, flags_res[F_CARRY]} = {1'b0, src_data[7:0]};
						flags_res[F_ZERO] = res == 8'b0 ? 1'b1 : 1'b0;
						flags_res[F_SUB:F_HALF] = 2'b00;
					end
				endcase
			end
		end else begin  
			if(misc) begin  
				case(op)
					RLCA: begin
						res = {dest_data[6:0], dest_data[7]};
						flags_res[F_CARRY] = dest_data[7];
						flags_res[F_ZERO:F_HALF] = 3'b000;
					end
					RRCA: begin
						res = {dest_data[0], dest_data[7:1]};
						flags_res[F_CARRY] = dest_data[0];
						flags_res[F_ZERO:F_HALF] = 3'b000;
					end
					RLA: begin
						{flags_res[F_CARRY], res} = {dest_data[7:0], flags_in[F_CARRY]};
						flags_res[F_ZERO:F_HALF] = 3'b000;
					end
					RRA: begin
						{res, flags_res[F_CARRY]} = {flags_in[F_CARRY], dest_data[7:0]};
						flags_res[F_ZERO:F_HALF] = 3'b000;
					end
					DAA: begin
					end
					CPL: begin
						res = ~dest_data;
						flags_res[F_SUB:F_HALF] = 2'b11;
					end
					SCF: begin
						flags_res[F_SUB:F_CARRY] = 3'b001;
					end
					CCF: begin
						flags_res[F_SUB:F_CARRY] = {2'b00, ~flags_in[F_CARRY]};
					end
				endcase
			end else begin  
				case(op)
					ADD: begin
						{flags_res[F_CARRY], res} = src_data + dest_data;  
						flags_res[F_HALF] = (src_data[3:0] + dest_data[3:0]) & 5'h10 ? 1'b1 : 1'b0;  
						flags_res[F_ZERO] = res == 8'b0 ? 1'b1 : 1'b0;  
						flags_res[F_SUB] = 1'b0;
					end
					ADC: begin
						{flags_res[F_CARRY], res} = src_data + dest_data + flags_in[F_CARRY];
						flags_res[F_ZERO] = res == 8'b0 ? 1'b1 : 1'b0;
						flags_res[F_HALF] = (src_data[3:0] + dest_data[3:0] + flags_in[F_CARRY]) & 5'h10 ? 1'b1 : 1'b0;  
						flags_res[F_SUB] = 1'b0;
					end
					SUB: begin
					end
					SBC: begin
					end
					AND: begin
						res = src_data & dest_data;
						flags_res[F_ZERO] = res == 8'b0 ? 1'b1 : 1'b0;
						flags_res[F_SUB:F_CARRY] = 3'b010;
					end
					XOR: begin
						res = src_data ^ dest_data;
						flags_res[F_ZERO] = res == 8'b0 ? 1'b1 : 1'b0;
						flags_res[F_SUB:F_CARRY] = 3'b000;
					end
					OR: begin
						res = src_data | dest_data;
						flags_res[F_ZERO] = res == 8'b0 ? 1'b1 : 1'b0;
						flags_res[F_SUB:F_CARRY] = 3'b000;
					end
					CP: begin
					end
				endcase
			end
		end
		wr_en_flags = 1'b1;
    end
endmodule 
==> flow_metrics.tcl <==
# implementation run metrics
set metrics [dict create \
    yosys_cells 477 \
    haltStage "synthesis (1_2_yosys)" \
    synth_top_area_share_pct 10.7 \
    ys_warn_count 1 \
    ys.flop_type "edfxtp_1" \
    error_message "ERROR: Found 4 problems in 'check -assert'." \
    top_cell "a21oi_1" \
    common_cells "48 x a21oi_1, 46 x nor2_1, 37 x nand2_1" \
    status "did not finish" \
    yosys_area_um2 3380 \
    edf_count 12 \
    netlist_top_cells_area "edfxtp_1 11%, ha_1 9.2%, a21oi_1 7.1%" \
    top_area_cell "edfxtp_1" \
    ys_ff 20 \
    async_reset_ff_share_pct 0 \
    synth_cell_types 73 \
]
-- cells by family after synthesis --
group	share of synthesized area [%]
AND/OR/NAND/NOR	23.3
latches	3.55
AND-OR/OR-AND	37.2
adder cells (fa/ha/maj)	9.84
flip-flops	10.7
other	0.111
XOR/XNOR	2.33
buffers and inverters	6.88
multiplexers	6.10
